==> flow/run.sh <==
#!/bin/bash
# OpenROAD 26Q1-2900-gdf79404cd8, Yosys 0.63+post, stock flow scripts
make -C /OpenROAD-flow-scripts/flow DESIGN_CONFIG=/design/flow/config.mk WORK_HOME=/design/flow/orfs finish
==> flow/config.mk <==
export PLATFORM = sky130hd
export DESIGN_NAME = instruction
export DESIGN_NICKNAME = instruction
export VERILOG_FILES = /design/flow/design.v
export SDC_FILE = /design/flow/constraint.sdc
export NUM_CORES = 4
export LEC_CHECK = 1
export CORE_AREA = 10 10 70 70
export DIE_AREA = 0 0 80 80
==> flow/constraint.sdc <==
current_design instruction

set clk_period 2.7
set clk_io_pct 0.2

create_clock -name clk0 -period $clk_period

set non_clock_inputs [all_inputs -no_clocks]
set_input_delay [expr $clk_period * $clk_io_pct] -clock clk0 $non_clock_inputs
set_output_delay [expr $clk_period * $clk_io_pct] -clock clk0 [all_outputs]
==> flow/design.v <==
module instruction(Instruction_out, PCAdress);
	output reg [31:0] Instruction_out;
	input  [5:0] PCAdress;
	always @(*)
	begin
		case (PCAdress)
			32'd0:  Instruction_out = 32'b00000000000000000000000000001010;
			32'd1:  Instruction_out = 32'b00000000001000000000000000001111; 
			32'd2:  Instruction_out = 32'b00000000010000000000000000000011; 
			32'd3:  Instruction_out = 32'b00000000011000000000000000011001; 
			32'd4:  Instruction_out = 32'b00000000100000000000000000100000; 
			32'd5:  Instruction_out = 32'b00000000101000000000000000001100; 
			32'd6:  Instruction_out = 32'b00010011111100000000000000000001;
			32'd7:  Instruction_out = 32'b00010111111100010000000001100010;
			32'd8:  Instruction_out = 32'b00010111111100100000000010000101;
			32'd9:  Instruction_out = 32'b00010011111100110000001000010001;
			32'd10:  Instruction_out = 32'b00010011111101000000001001110010;
			default: Instruction_out = 32'b00000000000000000000000000000000;
		endcase
	end
	endmodule 
==> deck_impl_summary.md <==
Key Metrics from the Run

Setup path
  – Startpoint Class: input pin
  – Crit Path Class: in2out
  – CP Capture Type: primary output
  – CP required: 2.16 ns
  – Crit path arrival time: ~2.1 ns
  – Peak fanout along the critical path: 7

Power
  – Clock share of power: 0%
  – Net Sw Frac: 41.2%
  – Switch Pwr: 32.6 uW
  – Reg power frac: 0%
  – PwrDens: 99.6 nW/um^2
  – Cell internal pwr: 46.4 uW
  – Static Leak: 0.000366 uW
  – Combinational share of power: 100.0%
  – Maximum vdd drop: 17.3 uV

STA
  – Final max-slew violation count: 0
  – Final setup TNS: 0 ns
  – Unrepaired setup endpoints after global routing: false
  – Final hold violation count: 0
  – Final setup viols: 0
  – Max frequency: 386 MHz
  – Fin crit period: ~2.6 ns
  – Period utilization: roughly 96%

Layout
  – # clk buffers: 0
  – Fillcell total: 379
  – Finished Cell Area: 793 sq um
  – FF+latch area: 0 sq um
  – Gate Area: 374 sq um
  – Registers: 0
  – Share of layout cells above drive strength 1: roughly 18%
  – Layout area overhead: 68.6%

Worst hold path
  – Hold Crit Class: in2out
  – WHS Path Cells: 4

Global routing
  – Congestion Overflow GR: 0
  – First-pass GRT wire length: 2450 microns
  – Vias in the first global route: around 530
  – Met3 Resource Use GR: 1.14%
  – GRT Max-Usage Layer: met2
  – Gr usage total: 4.53%
  – Initial antenna violation count: 0
  – Largest net degree at the start of global routing: 8
  – Met1 Use GR: 5.21%
  – Met2 Use GR: around 8.6%

Route
  – DR WL/cell: between 10 and 15 microns
  – 1st-pass router iterations: 4
  – DR iter-0 viols: 15
  – Routed Wire Length: 1540 microns
  – Number of diodes: 0
  – DRC viols: 0
  – Vias: 497
  – Vias/cell: 3.40
  – Post-route ant nets: 0

Floorplanning
  – Core area: 3420 sq um
  – Die Height: 80 microns
  – I/O pins: 38
  – Die Width: 80 microns
  – Row cnt: 21
  – Initial core utilization: ~14%
  – Overall die area: 6400 sq um

Logic synthesis
  – Synth Seq Share: 0%
  – Ys cells: between 60 and 70
  – Synth Instances: 68
  – Ys Warns: 1
  – Synth unique cells: 21
  – Yosys Chip Area: 470 sq um
  – Avg Cell Area, Syn: 6.92 sq um
  – Cell Area, Synth: 470 sq um

Placed design
  – Post-DP Area: around 800 sq um
  – Port Buffers: 26
  – HPWL Detailed: 1400 microns
  – GP Congestion: 0.817

Job
  – Tool warnings: 38
  – Max cap viols: 0

Outcome
  – Status: complete, no violations

Clock network
  – Postcts setup bufs: 0
[cell usage in the layout (no fill, tap or decap), drive strengths merged, types with 2 or more instances in the layout]
master | netlist | routed
clkdlybuf4s50 | 0 | 22
buf | 18 | 13
conb | 1 | 12
a21oi | 10 | 10
ha | 7 | 7
nor2 | 6 | 6
nand2 | 6 | 6
nand2b | 3 | 3
and3 | 3 | 3
dlygate4sd2 | 0 | 3
inv | 2 | 2
o22ai | 2 | 2
mux2i | 2 | 2
[layer usage]
metal	routed length, microns	part of all wire (%)
met3	143	9.3
met5	0	0
met1	625	41
met4	0	0
met2	766	50
[final cells by class]
class,instances,share of cell area [%]
inverter,2,0.946
multi-input combinational,59,47.2
tap,46,7.26
timing repair buffer,39,44.6
[synthesized netlist by cell type (all sizes together)]
cell | count | area, sq um
and3 | 3 | 18.8
o22ai | 2 | 12.5
nor2b | 1 | 13.8
or3 | 1 | 11.3
or2 | 1 | 6.26
nand2b | 3 | 18.8
conb | 1 | 3.75
o211a | 1 | 10.0
buf | 18 | 136
mux2i | 2 | 20.0
o21ai | 1 | 5.00
mux2 | 1 | 11.3
ha | 7 | 87.6
nand2 | 6 | 22.5
and2b | 1 | 7.51
inv | 2 | 7.51
nor3 | 1 | 5.00
a21oi | 10 | 50.1
nor2 | 6 | 22.5
[logic make-up after synthesis]
| group | count (synthesis) | share of synthesized area [%] |
|---|---|---|
| fa+ha+maj | 7 | 18.6 |
| compound gates | 14 | 16.5 |
| simple gates | 23 | 26.9 |
| mux | 3 | 6.65 |
| buf+inv | 20 | 30.6 |
| other cells | 1 | 0.797 |
[power groups by stage]
stage         clock (uW)  combinational [uW]  sequential, uW
finish                 0                79.0               0
global route           0                89.5               0
CTS                    0                80.1               0
[through the flow]
stage	utilization (%)	cells	hold slack, ns	total power (uW)	setup WS, ns
3_3_place_gp	23.2	146	2.17	81.9	-0.152
4_1_cts	23.1	146	1.95	80.1	0.0192
6_report	23.2	146	1.92	79.0	0.112
2_1_floorplan	-	79	1.16	47.0	0.881
3_5_place_dp	23.2	146	2.18	81.2	-0.167
5_1_grt	23.2	146	2.01	89.5	0.0205
[timing repair]
item	CTS	global route
endpoints found under the setup margin	16	7
hold buffers	0	0
resized	5	2
[critical path: stages]
cell and delay (ns):
clkdlybuf4s50_1 0.44, or2_4 0.30, buf_4 0.16, a21oi_1 0.12
clkdlybuf4s50_1 0.48
[worst paths after layout]
check                                  to         from
worst max-delay path   Instruction_out[6]  PCAdress[5]
worst min-delay path  Instruction_out[22]  PCAdress[1]
Power and IR drop assume default switching activity.
